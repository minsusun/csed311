$ cat design.v
module BranchPredict(
  input reset,
  input clk,
  input is_correct,
  input is_control_flow,
  input [31:0] current_pc,
  input [31:0] pc_to_update,
  input [31:0] branch_target,
  output prediction,
  output [31:0] predicted_pc
);
  parameter INDEX_LENGTH = 4;
  parameter ENTRY_NUMBER = 2 ** INDEX_LENGTH;
  parameter TAG_LENGTH = 32 - INDEX_LENGTH - 2;
  reg [31:0] branch_target_buffer[ENTRY_NUMBER - 1: 0];
  reg [1:0] pattern_history_table[ENTRY_NUMBER - 1: 0];
  reg [TAG_LENGTH - 1: 0] tag_table[ENTRY_NUMBER - 1: 0]; 
  integer i;
  wire [INDEX_LENGTH - 1: 0] idx_to_update = pc_to_update[INDEX_LENGTH + 1: 2];
  wire [TAG_LENGTH - 1: 0] new_tag = pc_to_update[31: 32 - TAG_LENGTH];
  wire is_exist = (tag_table[idx_to_update] == new_tag);
  always @(posedge clk) begin
    if(reset) begin
      for(i = 0; i < ENTRY_NUMBER; i = i + 1) begin
        branch_target_buffer[i] <= 0;
        pattern_history_table[i] <= 2'b00;
        tag_table[i] <= 0;
      end
    end else if(is_control_flow && is_exist) begin
      branch_target_buffer[idx_to_update] <= branch_target;
      case(pattern_history_table[idx_to_update])
      2'b11:
        pattern_history_table[idx_to_update] <= (is_correct ? 2'b11 : 2'b10);
      2'b10: 
        pattern_history_table[idx_to_update] <= (is_correct ? 2'b11 : 2'b01);
      2'b01: 
        pattern_history_table[idx_to_update] <= (is_correct ? 2'b00 : 2'b10);
      2'b00: 
        pattern_history_table[idx_to_update] <= (is_correct ? 2'b00 : 2'b01);
      default:
        pattern_history_table[idx_to_update] <= 2'b00;
      endcase
    end else if(is_control_flow && !is_exist) begin
      branch_target_buffer[idx_to_update] <= branch_target;
      tag_table[idx_to_update] <= new_tag;
      pattern_history_table[idx_to_update] <= 2'b00;
    end
  end
  wire [INDEX_LENGTH - 1: 0] index = current_pc[INDEX_LENGTH + 1: 2];
  wire [TAG_LENGTH - 1: 0] tag = current_pc[31: 32 - TAG_LENGTH];
  wire is_match = (tag_table[index] == tag);
  wire is_taken = pattern_history_table[index][1];
  assign prediction = is_match && is_taken;
  assign predicted_pc = 
    prediction ? branch_target_buffer[index] : (current_pc + 4);
endmodule
$ cat run.sh
#!/bin/bash
# OpenROAD 26Q1-2900-gdf79404cd8, Yosys 0.63+post, stock flow scripts
make -C /OpenROAD-flow-scripts/flow DESIGN_CONFIG=/design/flow/config.mk WORK_HOME=/design/flow/orfs finish
$ cat config.mk
export PLATFORM = sky130hd
export DESIGN_NAME = BranchPredict
export DESIGN_NICKNAME = BranchPredict
export VERILOG_FILES = /design/flow/design.v
export SDC_FILE = /design/flow/constraint.sdc
export NUM_CORES = 4
export LEC_CHECK = 1
export CORE_UTILIZATION = 40
$ cat constraint.sdc
current_design BranchPredict

set clk_period 19.1
set clk_io_pct 0.2

create_clock -name clk0 -period $clk_period [get_ports {clk}]

set non_clock_inputs [all_inputs -no_clocks]
set_input_delay [expr $clk_period * $clk_io_pct] -clock clk0 $non_clock_inputs
set_output_delay [expr $clk_period * $clk_io_pct] -clock clk0 [all_outputs]
==> results.cfg <==
; synthesis and place-and-route metrics
[floorplan]
core_area_sq_mm = 0.120
rows = 127
die_x_microns = 351
die_h_microns = 351
die_area_sq_mm = 0.123
fp_util_pct = 40.5
boundaryPins = 133

[timing]
timing.final.ws_setup_ps = 6530
finClkSkew_ps = 58.3
setup_viol = 0
setup_tns_ps = 0
hold_viol = 0
fmax_ghz = 0.0796
worst_pin_slew_ps = 932
whs_ps = 1340
period_used_pct = 65.8
slew_viol_final = 0
period_needed_ps = 12570
rsz0062_at_grt = false
slew_headroom_pct = 37.8

[job]
tool_warnings = 30
drv_cap = 0

[finish]
area_delta_synth_final_pct = 13.0
fill_cells = 9897
layout.cells.non_filler = 4850
drive_gt1_share_pct = 24.0
design_area_sq_mm = 0.0550
mostFrequentLayoutCells = edfxtp_1 (960), and2_1 (491), and3_1 (392)
final_util_pct = 45.7
lay_top_count = edfxtp_1

[worst_setup_path]
start_kind = primary input
worstPathArrival_ps = 8750
end_kind = output pin
critPathKind = in2out
crit_fanout = 33
required_ps = 15280

[run_status]
status = finished, final reports clean

[placement]
routabilityCongestion = 0.925
place_hpwl_microns = 86200
port_buffers = 130
dp_cells = 4652
dp_slack_ps = 6670
placed_area_sq_mm = 0.0515

[detailed_routing]
drt-total-wl_microns = 150000
dr_total_vias = 28775
drc = 0
postRouteAntennaNets = 0
firstDrtPassIters = 5
vias_per_cell = 5.93
wl_per_cell_microns = 30.9
drtIter0Drc = 1943

[cts]
clock_latency_ps = 720
cts.clk_slew.worst_paths_ps = 60
holdBufCountCts = 0
cts_tree = built
clk_path_buf_depth = 3
htreeDepth = 3
cts_num_sinks = 960
cts_resized = 0
cts_setup_buffers = 0
cts-root-buf = clkbuf_16
numCtsBuffers = 103

[yosys]
syn_inst = 3136
flop_cell = edfxtp_1
synth.avg_cell_area_sq_um = 15.5
yosysWarnings = 1
synth-edff-count = 960
numSynthFlops = 960
netlist_area_sq_mm = 0.0487
ys_chip_area_sq_mm = 0.0487
ys_types = 57
postSynthSeqShare_pct = 59.2
synthArstFlopShare_pct = 0
yosys_cells = 3136

[global_routing]
track_usage_pct = 26.8
grt_max_degree = 133
grt_pass1_vias = 31694
antenna_found_initial = 11
grt_overflow_total = 0
grt_pass1_wl_microns = 216000

[pwr]
power_mw = 5.04
power.leakage_nw = 19.9
combPwrFrac_pct = 10.7
p_per_area_mw_per_mm2 = 91.7
swShare_pct = 24.2
pwr-share-clk_pct = 40.2
power_frac_seq_pct = 49.2
switching_power_mw = 1.22
ir_worst_vdd_mv = 0.0689
p_int_mw = 3.82

[worst_hold_path]
hold_class = reg2reg
==> synth_stat cells, drive strengths merged, types with 5 or more instances <==
cell type	n	share of area, %
nor4	6	0.077
or2	19	0.24
o21ai	11	0.11
inv	8	0.062
a31oi	5	0.064
a221o	5	0.10
o22ai	7	0.090
nand2b	22	0.28
and3	393	5.1
nor2b	13	0.17
edfxtp	960	59
a21oi	24	0.44
nor3	6	0.062
nand2	40	0.31
nor2	54	0.42
mux4	371	17
and2	548	7.2
mux2i	91	1.9
mux2	36	0.83
xnor2	66	1.2
nand4	12	0.15
nand3	18	0.24
a221oi	12	0.22
a22o	11	0.20
clkbuf	245	1.9
a211oi	6	0.093
xor2	31	0.56
buf	85	0.94
a22oi	7	0.11
==> power groups by stage <==
stage,sequential (mW),clock [mW],combinational (mW)
final,2.48,2.02,0.538
after global routing,2.49,2.13,0.568
after CTS,2.48,2.05,0.537
==> worst max-delay path, stage by stage <==
cell and delay (ps):
buf_4 140, buf_4 460, buf_4 600, nor2_1 140
buf_4 260, a22o_1 220, a221oi_1 650, xor2_1 220
nand4_1 200, nor4b_1 460, nand4b_1 190, buf_4 350
mux2_2 420, clkdlybuf4s50_1 490
==> cell families after synthesis <==
family / count (synthesis) / share of synthesized area [%]
buffers and inverters: 338 / 2.94
muxes: 498 / 20.0
DFF: 960 / 59.2
xor gates and xnor gates: 97 / 1.75
AOI/OAI and AO/OA: 102 / 1.71
and+or+nand+nor: 1140 / 14.3
adders and majority gates: 1 / 0.0257
==> path summary, 6_finish.rpt <==
| check | cells after the start | slack (ps) | startpoint | end |
|---|---|---|---|---|
| min reg2reg | 5 | 1340 | pattern_history_table[8][0] | pattern_history_table[10][0] |
| max reg2reg | 11 | 14160 | tag_table[4][9] | tag_table[4][0] |
| min | 5 | 1340 | pattern_history_table[8][0] | pattern_history_table[10][0] |
| max | 14 | 6530 | current_pc[4] | predicted_pc[9] |
==> routing by layer <==
metal | vias up | routed length, microns | GRT usage, %
met1 | 14180 | 48200 | 31.3
li1 | 12153 | - | -
met4 | 22 | 4130 | 5.77
met5 | - | 312 | 2.04
met3 | 289 | 26000 | 20.1
met2 | 2131 | 71200 | 40.3
==> state kept, by name (all words and copies together), names as in the netlist <==
| signal | flops |
|---|---|
| branch_target_buffer | 512 |
| pattern_history_table | 32 |
| tag_table | 416 |
==> layout make-up <==
type | instances | area (sq um) | share of cell area [%]
repair buffers | 234 | 2130 | 3.87
inverters | 8 | 31.3 | 0.0569
flip-flops and latches | 960 | 28800 | 52.4
well taps | 1612 | 2020 | 3.67
multi-input cells | 1838 | 18500 | 33.7
diodes | 5 | 12.5 | 0.0228
clock buffers | 119 | 2640 | 4.80
clock inverters | 74 | 791 | 1.44
Power is estimated from default activity; no workload was simulated.
