### config.mk
export PLATFORM = sky130hd
export DESIGN_NAME = alu
export DESIGN_NICKNAME = alu
export VERILOG_FILES = /design/flow/design.v
export SDC_FILE = /design/flow/constraint.sdc
export NUM_CORES = 4
export LEC_CHECK = 1
export CORE_UTILIZATION = 40
### constraint.sdc
current_design alu

set clk_period 19.8
set clk_io_pct 0.2

create_clock -name clk0 -period $clk_period

set non_clock_inputs [all_inputs -no_clocks]
set_input_delay [expr $clk_period * $clk_io_pct] -clock clk0 $non_clock_inputs
set_output_delay [expr $clk_period * $clk_io_pct] -clock clk0 [all_outputs]
### design.v
module alu(
    input [16:0] alu_op,
    input [31:0] alu_in_1,
    input [31:0] alu_in_2,
    output reg [31:0] alu_result,
    output reg alu_bcond
);
    reg [6:0] opcode = alu_op[6:0];
    reg [2:0] funct3 = alu_op[9:7];
    reg [6:0] funct7 = alu_op[16:10];
    always @(*) begin
        case(opcode)
        7'b0110011: begin
            alu_bcond = 1'b0;
            if(funct7 != 7'b0100000) begin
                case(funct3)
                3'b000: alu_result = alu_in_1 + alu_in_2;
                3'b001: alu_result = alu_in_1 << alu_in_2;
                3'b100: alu_result = alu_in_1 ^ alu_in_2;
                3'b101: alu_result = alu_in_1 >> alu_in_2;
                3'b110 : alu_result = alu_in_1 | alu_in_2;
                3'b111: alu_result = alu_in_1 & alu_in_2;
                default    : alu_result = 32'b0;
                endcase
            end else begin
                alu_result = alu_in_1 - alu_in_2;
            end
        end
        7'b0010011: begin
            alu_bcond = 1'b0;
            case(funct3)
            3'b000: alu_result = alu_in_1 + alu_in_2;
            3'b001: alu_result = alu_in_1 << alu_in_2;
            3'b100: alu_result = alu_in_1 ^ alu_in_2;
            3'b110 : alu_result = alu_in_1 | alu_in_2;
            3'b111: alu_result = alu_in_1 & alu_in_2;
            3'b101: alu_result = alu_in_1 >> alu_in_2;
            default    : alu_result = 32'b0;
            endcase
        end
        7'b0000011: begin
            alu_bcond = 1'b0;
            alu_result = alu_in_1 + alu_in_2;
        end
        7'b1100111: begin
            alu_bcond = 1'b0;
            alu_result = alu_in_1 + alu_in_2;
        end
        7'b0100011: begin
            alu_bcond = 1'b0;
            alu_result = alu_in_1 + alu_in_2;
        end
        7'b1100011: begin
            alu_result = 32'b0;
            case(funct3)
            3'b000: alu_bcond = (alu_in_1 == alu_in_2);
            3'b001: alu_bcond = (alu_in_1 != alu_in_2);
            3'b100: alu_bcond = (alu_in_1 < alu_in_2);
            3'b101: alu_bcond = (alu_in_1 >= alu_in_2);
            default    : alu_bcond = 1'b0; 
            endcase
        end
        7'b1101111: begin
            alu_result = 32'b0;
            alu_bcond = 1'b0;
        end
        7'b0110111: begin
            alu_result = alu_in_1 + alu_in_2;
            alu_bcond = 1'b0;
        end
        7'b0010111: begin
            alu_result = alu_in_1 + alu_in_2;
            alu_bcond = 1'b0;
        end
        default: begin
            alu_result = 32'b0;
            alu_bcond = 1'b0;
        end
        endcase
    end
endmodule
### run.sh
#!/bin/bash
# OpenROAD 26Q1-2900-gdf79404cd8, Yosys 0.63+post, stock flow scripts
make -C /OpenROAD-flow-scripts/flow DESIGN_CONFIG=/design/flow/config.mk WORK_HOME=/design/flow/orfs finish
==> GITHUB_STEP_SUMMARY <==
## Synthesis and layout report

| Metric | Value |
|---|---|
| Vias per cell | roughly 6.6 |
| # diodes | 0 |
| Initial antenna violation count | 0 |
| Die width | 157 um |
| Cells after Synth | 1,489 |
| Hold Path End | alu_result[1] |
| FF+latch count | 0 |
| Yosys stat cell total | 1,489 |
| Core area | roughly 23,000 um^2 |
| Post-CTS Setup Bufs | 0 |
| Post-DP HPWL | between 30 and 40 mm |
| Avg Inst Size Synth | 6.44 um^2 |
| Largest net degree at the start of global routing | roughly 70 |
| Drt drc | 0 |
| Final core occ | 46.3% |
| Critical Path RT | 15.84 ns |
| Setup crit start kind | input port |
| First-pass GRT wire length | slightly above 70 mm |
| Routed vias | ~12,000 |
| GRT Residual Overflow | 0 |
| Total power | roughly 280 uW |
| Final Hold Vio Count | 0 |
| Placed cell count | approximately 1,800 |
| Die span in y | 157 um |
| Hold path depth | 5 |
| PD cells | roughly 26 nW/um^2 |
| Initial DRC count | 1,282 |
| Port-buffer cells | around 110 |
| Gpl congestion | 1.04 |
| P&R area growth vs syn | 13.3% |
| Critical path peak fanout | 15 |
| Final non-filler cell total | about 1,800 |
| Most frequent cells in the layout | 159 x nand2_1, 146 x nor2_1, 139 x a21oi_1 |
| Crit end category | primary output |
| Tmin final | 12.62 ns |
| WL/cell | between 20 and 30 um |
| Clock buffers | 0 |
| Synth warnings | 1 |
| Cell variety after synth | 87 |
| Remaining antenna violation count | 0 |
| Final setup TNS | 0 ns |
| Worst Path Arrival | between 8 and 9 ns |
| Hold Crit Class | in2out |
| Log Warnings | ~96 |
| FP Rows | about 56 |
| Post-synth seq share | 0% |
| Resize count post-CTS | 0 |
| RSZ-0062 raised after global routing | false |
| Place WS | between 7 and 8 ns |
| Slew of the pin with the lowest slew margin | roughly 1.3 ns |
| Vias in the first global route | between 10,000 and 15,000 |
| Cell Area, Synth | approximately 9600 um^2 |
| Static Leak | 0.00427 uW |
| Chip Area, Yosys | 9590 um^2 |
| Tot GR Track Use | 40.7% |
| Chip area | ~25,000 um^2 |
| Drt first pass iters | 5 |
| Top cell excl fill/tap | nand2_1 |
| Worst IR Drop VDD | 0.0000133 V |
| Status | complete, no violations |
| Crit Path Class | in2out |
| Post-CTS Hold Buffers | 0 |
| Setup WS post-layout | roughly 7 ns |
| Post-Route WL | 49.6 mm |
| Hold Crit Start | alu_in_2[1] |
| Setup violators final | 0 |
| Worst slew margin | 13.8% |
| Io pins | ~110 |
| Flop area | 0 um^2 |
| Final Max Slew Viols | 0 |
| Fin crit share | 63.8% |
| Share of cells above drive strength 1 | between 6 and 7% |
| Core Util at FP | ~41% |
| Max-Cap Viols | 0 |
| Max Clock Freq | a little under 80 MHz |
-- power by group --
group          switching (uW)  internal, uW
sequential                  0             0
clock                       0             0
combinational             177           102
total                     177           102
-- metrics by stage --
stage          hold slack (ns)  area [um^2]
3_3_place_gp              9.03        10900
2_1_floorplan             8.03         9590
3_5_place_dp              9.03        10900
6_report                  9.05        10900
5_1_grt                   9.12        10900
4_1_cts                   9.03        10900
-- kinds of logic after synthesis --
group,count (synthesis),share of synthesized area (%)
buffers and inverters,222,9.67
AOI/OAI and AO/OA,565,39.1
and+or+nand+nor,491,23.3
adders and majority gates,98,12.9
xor gates and xnor gates,13,1.19
muxes,100,13.8
-- cell usage after synthesis, types with 11 or more instances --
| library cell | n | share of area (%) |
|---|---|---|
| ha_1 | 96 | 13 |
| a211oi_1 | 24 | 1.9 |
| mux4_2 | 24 | 5.6 |
| o221ai_1 | 21 | 1.9 |
| nand3_1 | 27 | 1.4 |
| o21ai_0 | 127 | 6.6 |
| buf_1 | 12 | 0.47 |
| a21o_1 | 12 | 0.94 |
| and2_1 | 11 | 0.72 |
| nor2b_1 | 11 | 0.72 |
| xnor2_1 | 12 | 1.1 |
| clkbuf_1 | 63 | 2.5 |
| nand2b_1 | 17 | 1.1 |
| a22oi_1 | 30 | 2.3 |
| buf_2 | 26 | 1.4 |
| o22ai_1 | 18 | 1.2 |
| a21oi_1 | 139 | 7.3 |
| mux2_2 | 12 | 1.4 |
| nor2_1 | 148 | 5.8 |
| nor4_1 | 14 | 0.91 |
| nand2_1 | 159 | 6.2 |
| mux2i_1 | 63 | 6.6 |
| a31oi_1 | 22 | 1.4 |
| inv_1 | 107 | 4.2 |
| o211ai_1 | 19 | 1.5 |
| nor3_1 | 47 | 2.5 |
| nand4_1 | 13 | 0.85 |
| and3_1 | 12 | 0.78 |
| or3_1 | 12 | 0.78 |
-- how the worst max path moves through the flow --
stage | slack [ns] | cells after the start | end | startpoint
final | 7.18 | 15 | alu_result[29] | alu_in_2[5]
after global routing | 6.85 | 15 | alu_result[31] | alu_in_2[5]
after CTS | 7.29 | 15 | alu_result[29] | alu_in_2[5]
-- worst max-delay path, cell delays in order --
cell and delay [ns]:
clkdlybuf4s50_1 0.46, buf_4 0.24, clkinv_1 0.33, ha_1 0.69
o21ai_0 0.19, a22oi_1 0.33, a41oi_1 0.23, o31ai_2 0.53
a31oi_2 0.25, o221ai_2 0.26, nand3_1 0.14, a311o_1 0.40
a31oi_1 0.15, a21oi_1 0.06, clkdlybuf4s50_1 0.42
-- metal layers --
metal / track usage (%) / routed length [um] / vias to the layer above / part of all wire (%)
met5: 0 / 0 / - / 0
met4: 18.4 / 2720 / 0 / 5.5
met3: 5.61 / 4690 / 100 / 9.4
met2: 62.1 / 21600 / 743 / 44
met1: 57.1 / 20600 / 5726 / 42
li1: - / - / 5635 / -
-- final cells by class --
cell class	instances	area [um^2]
Tap cell	319	399
Timing Repair Buffer	148	1370
Multi-Input combinational cell	1267	8670
Fill cell	2446	12600
Inverter	111	417
Power and IR drop assume default switching activity.
